[flow/constraint.sdc]
current_design FIR_C_M

set clk_period 11.1
set clk_io_pct 0.2

create_clock -name clk0 -period $clk_period [get_ports {clock}]

set non_clock_inputs [all_inputs -no_clocks]
set_input_delay [expr $clk_period * $clk_io_pct] -clock clk0 $non_clock_inputs
set_output_delay [expr $clk_period * $clk_io_pct] -clock clk0 [all_outputs]
[flow/config.mk]
export PLATFORM = sky130hd
export DESIGN_NAME = FIR_C_M
export DESIGN_NICKNAME = FIR_C_M
export VERILOG_FILES = /design/flow/design.v
export SDC_FILE = /design/flow/constraint.sdc
export NUM_CORES = 4
export LEC_CHECK = 1
export CORE_UTILIZATION = 30
export SYNTH_HDL_FRONTEND = slang
[flow/run.sh]
#!/bin/bash
# OpenROAD 26Q1-2900-gdf79404cd8, Yosys 0.63+post, stock flow scripts
make -C /OpenROAD-flow-scripts/flow DESIGN_CONFIG=/design/flow/config.mk WORK_HOME=/design/flow/orfs finish
[flow/design.v]
module FIR_A_M(clock, reset_L,s,so, inputPixels, subPixel);
  input [63:0] inputPixels;  
  input clock;
  input reset_L;
  input [7:0] s;
  output reg [7:0] so;
  output [7:0] subPixel;
  reg [7:0] subPixel;
  reg [15:0] sum_;
  always @(posedge clock)
  begin
    if(!reset_L)
      begin
        subPixel = 8'b0;
        so = 8'b0;
      end
    else
      begin
        sum_ = ((inputPixels[15:8]<<2) +
                - ((inputPixels[23:16]<<3)+(inputPixels[23:16]<<1))
                + ((inputPixels[31:24]<<6)+(inputPixels[31:24]<<1)-(inputPixels[31:24]<<3))
                + ((inputPixels[39:32]<<4)+inputPixels[39:32])
                - ((inputPixels[47:40]<<2)+inputPixels[47:40])
                + inputPixels[55:48] - inputPixels[7:0]) >> 6;
        if (sum_>255) begin
          subPixel = 255;
        end
        else begin
          subPixel = sum_[7:0];
        end
        so = s;
      end
  end
endmodule
module FIR_B_M( clock, reset_L, inputPixels, subPixel);
  input clock;
  input reset_L;
  input [63:0] inputPixels;  
  output reg [7:0] subPixel;
  reg [15:0] sum_;
  always @(posedge clock)
  begin
    if(!reset_L)
      begin
        subPixel = 8'b0;
      end
    else
      begin
				sum_ = (((inputPixels[15:8] + inputPixels[55:48]) << 2)
                - (((inputPixels[23:16] + inputPixels[47:40]) << 3)
                + ((inputPixels[23:16] + inputPixels[47:40]) << 1)
                + (inputPixels[23:16] + inputPixels[47:40]))
                + (((inputPixels[31:24] + inputPixels[39:32]) << 5)
                + ((inputPixels[31:24] + inputPixels[39:32]) << 3))
                - inputPixels[63:56] - inputPixels[7:0]) >> 6;
        if (sum_>255) begin
          subPixel = 255;
        end
        else begin
          subPixel = sum_[7:0];
        end
      end
  end
endmodule
module FIR_C_M(clock, reset_L, inputPixels, subPixel);
  input clock;
  input reset_L;
  input [63:0] inputPixels;  
  output [7:0] subPixel;
  reg [7:0] subPixel;
  reg [15:0] sum_;
  always @(posedge clock)
  begin
    if(!reset_L)
      begin
        subPixel = 8'b0;
      end
    else
      begin
        sum_ = ((inputPixels[47:40]<<2) +
              - ((inputPixels[39:32]<<3)+(inputPixels[39:32]<<1))
              + ((inputPixels[31:24]<<6)+(inputPixels[31:24]<<1)-(inputPixels[31:24]<<3))
              + ((inputPixels[23:16]<<4)+inputPixels[23:16])
              - ((inputPixels[15:8]<<2)+inputPixels[15:8])
              + inputPixels[7:0] - inputPixels[55:48]) >> 6;
        if (sum_>255) begin
          subPixel = 255;
        end
        else begin
          subPixel = sum_[7:0];
        end
      end
  end
endmodule
==> results.sh <==
# yosys + openroad results
export IMPL_status="finished, final reports clean"
export IMPL_ys_cells=303
export IMPL_cts_sinks=8
export IMPL_cap_viol_max_count=0
export IMPL_antenna_found_initial=0
export IMPL_slew_violations=0
export IMPL_openroad_warnings=37
export IMPL_fp_util_pct=30.78
export IMPL_clk_pin_slew_ns=0.04
export IMPL_grt_pass1_wl_mm=8.887
export IMPL_cts_resized_gates=0
export IMPL_cts_made_buffers=3
export IMPL_final_common_cell="inv_1"
export IMPL_logic_area_mm2=0.002407
export IMPL_worst_slew_pin_slew_ns=0.3731
export IMPL_relSlewSlack_pct=74.86
export IMPL_std_cell_rows=36
export IMPL_n_antenna_cell=0
export IMPL_cts_root_buf="clkbuf_8"
export IMPL_drive_gt1_share_pct=4.324
export IMPL_syn_inst=303
export IMPL_globalplace_congestion=0.8479
export IMPL_critPathRequiredTime_ns=11.21
export IMPL_routed_wl_mm=5.492
export IMPL_path_class="in -> reg"
export IMPL_die_h_um=101.7
export IMPL_yosys_warnings=0
export IMPL_max_freq_mhz=141.7
export IMPL_flop_area_um2=160.2
export IMPL_setup_violations=0
export IMPL_grt_pass1_vias=2110
export IMPL_yosys_area_mm2=0.002980
export IMPL_io_pins=74
export IMPL_syn_avg_cell_area_um2=9.836
export IMPL_wl_per_cell_um=10.92
export IMPL_via_count=2086
export IMPL_portBuffers=65
export IMPL_post_cts_buffers=0
export IMPL_hold_end="subPixel[7]"
export IMPL_final_cell_mix="108 x inv_1, 69 x fa_1, 65 x clkdlybuf4s50_1"
export IMPL_dieArea_mm2=0.01034
export IMPL_arrival_ns=7.17
export IMPL_path_max_fanout=8
export IMPL_first_iter_violations=17
export IMPL_yosysSeqAreaShare_pct=5.374
export IMPL_firstDrtPassIters=4
export IMPL_hpwl_mm=5.298
export IMPL_grt_overflow=0
export IMPL_finalWorstSetupSlack_ns=4.042
export IMPL_synthDistinctLibCells=37
export IMPL_clk_path_buf_depth=2
export IMPL_n_fill_cell=938
export IMPL_period_minus_slack_ns=7.058
export IMPL_drc_errors=0
export IMPL_core_area_mm2=0.009684
export IMPL_syn2layout_area_growth_pct=28.55
export IMPL_place_ws_ns=3.791
export IMPL_hold_violations=0
export IMPL_setup_tns_final_ns=0
export IMPL_die_width_um=101.7
export IMPL_cp_end_kind="register"
export IMPL_fin_crit_sh_pct=63.59
export IMPL_rsz0062_at_grt="no"
export IMPL_grt_start_max_net_pins=10
export IMPL_start_kind="input pin"
export IMPL_hold_depth=3
export IMPL_hold_class="in -> reg"
export IMPL_worstHoldStart="reset_L"
export IMPL_ant_nets=0
export IMPL_tritoncts="done"
export IMPL_ys_flops=8
export IMPL_htree_num_levels=1
export IMPL_synth_area_mm2=0.002980
export IMPL_largest_reg_flops=8
export IMPL_vias_per_cell=4.147
export IMPL_ctsHoldBuffers=0
export IMPL_track_usage_pct=11.42
[layout make-up]
type                    instances  share of cell area [%]
repair buffers                 65                   16.98
clock buffers                   3                   1.078
flip-flops and latches          8                   4.180
multi-input cells             186                   62.83
inverters                     108                   10.58
well taps                     133                   4.344
[worst max-delay path, stage by stage]
cell,delay [ns]
clkdlybuf4s50_1,0.56
inv_1,0.09
fa_1,0.50
fa_1,0.52
fa_1,0.52
fa_1,0.54
inv_1,0.05
fa_1,0.52
inv_1,0.04
ha_1,0.36
a21oi_1,0.18
o21ai_1,0.14
or4_4,0.50
nand3_2,0.09
o211ai_4,0.12
o21a_1,0.21
[per-layer routing]
layer | vias to the layer above | share of wire (%) | GRT usage, %
met1 | 998 | 43 | 16.03
met2 | 50 | 50 | 19.39
li1 | 1038 | - | -
met3 | 0 | 7.0 | 2.941
met5 | - | 0 | 0
met4 | 0 | 0 | 0.2230
[through the flow]
stage / std cells / instance area (um2) / utilization, % / hold slack, ns
after CTS: 503 / 3831 / 39.56 / 2.756
after floorplan: 303 / 2980 / - / 2.475
after detailed placement: 500 / 3790 / 39.13 / 2.879
after global placement: 500 / 3790 / 39.13 / 2.887
final: 503 / 3831 / 39.56 / 2.759
after global routing: 503 / 3831 / 39.56 / 2.782
[cell families (layout without fill, tap and decap cells)]
group / Yosys count / in the layout / share of synthesized area, %
adder cells (fa/ha/maj): 109 / 109 / 63.14
buffers and inverters: 109 / 176 / 13.85
AND-OR/OR-AND: 36 / 36 / 9.782
AND/OR/NAND/NOR: 33 / 33 / 5.458
flip-flops: 8 / 8 / 5.374
XOR/XNOR: 7 / 7 / 2.057
multiplexers: 1 / 1 / 0.3359
[worst max path at each step]
| stage | start | slack [ns] | end | cells after the start |
|---|---|---|---|---|
| finish | inputPixels[28] | 4.04 | subPixel[1] | 16 |
| CTS | inputPixels[28] | 4.01 | subPixel[1] | 16 |
| global route | inputPixels[28] | 3.83 | subPixel[2] | 16 |
[synthesized netlist by cell type]
| cell type | n | area share (%) |
|---|---|---|
| a21o_1 | 1 | 0.25 |
| a31o_2 | 1 | 0.29 |
| nand3_2 | 1 | 0.34 |
| a22oi_1 | 1 | 0.25 |
| o21bai_1 | 1 | 0.25 |
| nand2b_1 | 1 | 0.21 |
| nor4_1 | 1 | 0.21 |
| nor2_2 | 1 | 0.21 |
| fa_1 | 69 | 46 |
| inv_1 | 108 | 14 |
| a21oi_2 | 3 | 0.88 |
| o21ai_2 | 2 | 0.59 |
| mux2i_1 | 1 | 0.34 |
| o21a_1 | 7 | 1.8 |
| nand3_1 | 5 | 0.84 |
| nand2_1 | 11 | 1.4 |
| nor3_1 | 3 | 0.50 |
| a211o_1 | 1 | 0.29 |
| dfxtp_1 | 8 | 5.4 |
| ha_1 | 40 | 17 |
| o21ai_0 | 3 | 0.50 |
| or2_2 | 1 | 0.21 |
| xor2_1 | 4 | 1.2 |
| o2bb2ai_1 | 1 | 0.29 |
| buf_4 | 1 | 0.25 |
| o41ai_4 | 1 | 0.92 |
| o211ai_4 | 1 | 0.71 |
| a21oi_1 | 7 | 1.2 |
| xnor2_1 | 3 | 0.88 |
| nand4_1 | 1 | 0.21 |
| and2_1 | 1 | 0.21 |
| a211oi_1 | 2 | 0.50 |
| o21ai_1 | 2 | 0.34 |
| o211a_1 | 1 | 0.34 |
| o31ai_2 | 1 | 0.42 |
| or4_4 | 1 | 0.38 |
| nor2_1 | 6 | 0.76 |
